$ cat run.sh
#!/bin/bash
# OpenROAD 26Q1-2900-gdf79404cd8, Yosys 0.63+post, stock flow scripts
make -C /OpenROAD-flow-scripts/flow DESIGN_CONFIG=/design/flow/config.mk WORK_HOME=/design/flow/orfs finish
$ cat config.mk
export PLATFORM = sky130hd
export DESIGN_NAME = SyncFIFO
export DESIGN_NICKNAME = SyncFIFO
export VERILOG_FILES = /design/flow/design.v
export SDC_FILE = /design/flow/constraint.sdc
export NUM_CORES = 4
export LEC_CHECK = 1
export CORE_UTILIZATION = 30
$ cat constraint.sdc
current_design SyncFIFO

set clk_period 6.4
set clk_io_pct 0.2

create_clock -name clk0 -period $clk_period [get_ports {clk}]

set non_clock_inputs [all_inputs -no_clocks]
set_input_delay [expr $clk_period * $clk_io_pct] -clock clk0 $non_clock_inputs
set_output_delay [expr $clk_period * $clk_io_pct] -clock clk0 [all_outputs]
$ cat design.v
module SyncFIFO(clk, rst, buf_in, buf_out, wr_en, rd_en, buf_empty, buf_full, fifo_counter, wr_pt, rd_pt);
  input clk, rst, wr_en, rd_en;
  input [7:0] buf_in;
  output reg [7:0] buf_out, fifo_counter;
  output reg [3:0] wr_pt, rd_pt;
  output reg buf_full, buf_empty;
  reg [7:0] buf_mem [63:0];
  always @(posedge clk or posedge rst) begin
    if (rst) begin
      buf_empty <= 1'b1;  
      buf_full <= 1'b0;   
    end else begin
      buf_empty <= (fifo_counter == 0) || (fifo_counter == 1 && rd_en && !wr_en);
      buf_full <= (fifo_counter == 63) || (fifo_counter == 62 && wr_en && !rd_en);
    end
  end
  always @(posedge clk or posedge rst) begin
    if (rst)
      fifo_counter <= 0;  
    else if (wr_en && !buf_full && rd_en && !buf_empty)
      fifo_counter <= fifo_counter;  
    else if (wr_en && !buf_full)
      fifo_counter <= fifo_counter + 1;  
    else if (rd_en && !buf_empty)
      fifo_counter <= fifo_counter - 1;  
    else
      fifo_counter <= fifo_counter;  
  end
  always @(posedge clk or posedge rst) begin
    if (rst)
      buf_out <= 0;  
    else if (rd_en && !buf_empty)
      buf_out <= buf_mem[rd_pt];  
    else
      buf_out <= buf_out;        
  end
  always @(posedge clk) begin
    if (wr_en && !buf_full)
      buf_mem[wr_pt] <= buf_in;  
    else
      buf_mem[wr_pt] <= buf_mem[wr_pt];  
  end
  always @(posedge clk or posedge rst) begin
    if (rst) begin
      wr_pt <= 0;  
      rd_pt <= 0;  
    end else begin
      if (wr_en && !buf_full) begin
        if (wr_pt == 63)
          wr_pt <= 0;     
        else
          wr_pt <= wr_pt + 1;  
      end else
        wr_pt <= wr_pt;     
      if (rd_en && !buf_empty) begin
        if (rd_pt == 63)
          rd_pt <= 0;     
        else
          rd_pt <= rd_pt + 1;  
      end else
        rd_pt <= rd_pt;     
    end
  end
endmodule
==> CHANGELOG.md <==
### Metrics

- CP arrival: 1980 ps
- CTS buffer count: 17
- Crit-path slowest cell: buf_4
- Post-synth EDFFs: around 130
- Synth Seq Share: between 50% and 60%
- Number of max-cap violations: 0
- Initial antenna violation count: 0
- Cells after Synth: 567
- Vias per Instance: about 5.4
- Design area: 8940 sq um
- Fin. max-slew vios: 0
- Area added between synthesis and finish: 17.5%
- Die width: 161 microns
- Critical R2R Capture: buf_mem[3][3]
- Pwr Total: 0.00446 W
- Clk slew on worst S/H paths: about 70 ps
- ANT nets after route: 0
- Final worst slack: around 3100 ps
- Worst-margin pin slew: approximately 980 ps
- Ys async rst share: roughly 17%
- Vias in the first global route: between 5000 and 6000
- GR met3 Demand/Resource: 10.6%
- Rel. slew slack: a little over a third
- Total congestion overflow: 0
- Status: finished clean
- Core Region: 24600 sq um
- Non-filler cells, final: around 950
- Ys cells: 567
- Crit-path max cell delay: a little over 600 ps
- Top delay family on crit path: buffers and inverters
- Final period util: between 50 and 60%
- CTS tree: yes
- Cell Type Count: 54
- Largest net degree at the start of global routing: about 53
- Commonest register cell after synthesis: edfxtp_1
- Met1 GRT Util: between 20% and 30%
- CTS Hold Buffers Added: 0
- Critical-path cell list: buf_4 > clkdlybuf4s50_1
- Critical Path RT: 5120 ps
- Peak supply drop: 0.000331 V
- FP Util: ~31%
- Drt pass-1 iters: 5
- H-tree lvl count: 4
- Critical Path Fanout Max: 52
- Pwr dens: about 500 nW/um^2
- Setup Viol. Count Final: 0
- Clock Root Buffer: clkbuf_16
- Setup TNS: 0 ps
- Final GP Congestion: 0.861
- Die height: between 150 and 200 microns
- Placed standard-cell area: between 8000 and 9000 sq um
- RSZ-0062 raised after global routing: false
- Routed wire length per instance: approximately 22 microns
- Worst reg2reg path depth: 5
- Top Usage Layer GRT: met2
- Dpl cells: 917
- Post-Syn Area: between 7000 and 8000 sq um
- Average cell area after synthesis: 13.4 sq um
- Max Clock Freq: roughly 0.3 GHz
- Initial detailed-routing violation count: approximately 460
- Hpwl dp: around 13000 microns
- Tool warning count: 30
- Post-synthesis chip area from yosys: between 7000 and 8000 sq um
- Ys flops: between 150 and 200
- Cell row count: 57
- Final Hold Fails: 0
- I/O pins: 38
- CP Buf/Inv Count: 2
- Drc violations: 0
- R2r setup slk: around 3400 ps
- Hold Crit Endpoint: buf_empty
- CTS Buffer Depth: 2
- First-pass GRT wire length: ~31000 microns
- RR Startpoint: wr_pt[2]
- Setup crit end kind: primary output
- CP Class: flop to primary output
- Post-CTS setup buffer count: 0
- Startpoint types: flop
- Tmin final: 3260 ps
- Clk latency late pin: ~420 ps
- Final WL: between 20000 and 25000 microns
- Hold Path Class: flop to flop
- Hold Path Depth: 1
- Die Size: approximately 26000 sq um
- Static Leak: between 3 and 4 nW
- M2 GR Usage: 25.7%
- HP Start: fifo_counter[7]
- Synth warnings: 1
- Dpl ws: 2820 ps
- Port Buffer Count: 37
- Via count: just over 5000
- Fraction of layout cells with a size suffix above 1: between 10 and 15%
- All-Layer GR Usage: between 10% and 20%
- Clock sinks: 154
- Resized cells post-CTS: 0
- Setup Skew: about 6.5 ps
- N_diodes: 0
## cells by family after synthesis
group | after synthesis | share of synthesized area [%]
AND-OR/OR-AND | 72 | 7.12
XOR/XNOR | 12 | 1.38
adder cells (fa/ha/maj) | 9 | 1.48
buffers and inverters | 51 | 3.67
flip-flops | 154 | 59.1
multiplexers | 106 | 17.0
AND/OR/NAND/NOR | 163 | 10.3
## power breakdown
group / internal [W] / leakage [nW] / switching (W) / total (W)
Combinational: 0.000770 / 1.48 / 0.00101 / 0.00178
Sequential: 0.00148 / 1.46 / 0.000262 / 0.00174
Clock: 0.000533 / 0.256 / 0.000402 / 0.000934
Total: 0.00278 / 3.19 / 0.00168 / 0.00446
## metal layers
layer / share of wire [%] / wire length, microns
met5: 0 / 0
met4: 2.7 / 554
met3: 14 / 2990
met2: 46 / 9450
met1: 37 / 7660
## per-stage QoR
stage	util (%)	hold slack (ps)
finish	36.3	483
global route	36.3	504
CTS	36.3	484
detailed placement	34.1	476
global placement	34.1	486
floorplan	-	413
## registers in the layout, indices dropped and copies added (netlist names)
register and cells:
buf_empty 1, buf_out 8, rd_pt 4, fifo_counter 8, buf_mem 128, buf_full 1, wr_pt 4
## layout make-up
cell class | instances | area (sq um)
Inverter | 9 | 33.8
Sequential cell | 154 | 4500
Clock inverter | 15 | 128
Fill cell | 2260 | 15700
Clock buffer | 17 | 425
Tap cell | 324 | 405
Multi-Input combinational cell | 362 | 2850
Timing Repair Buffer | 68 | 603
## worst register-to-register path: stages, from the launching register on
cell and delay [ps]:
dfrtp_2 410, buf_4 310, inv_1 550, nand2_1 110, mux4_2 510, a21oi_1 770
## cells in the mapped netlist, types with 10 or more instances
| cell | n | area (sq um) |
|---|---|---|
| nand2_1 | 26 | 97.6 |
| buf_2 | 16 | 80.1 |
| nor2_1 | 67 | 251 |
| mux2i_1 | 85 | 851 |
| dfrtp_1 | 25 | 626 |
| o22ai_1 | 20 | 125 |
| xnor2_1 | 10 | 87.6 |
| nor3_1 | 13 | 65.1 |
| nor4_1 | 19 | 119 |
| a211oi_1 | 14 | 105 |
| nand3_1 | 10 | 50.1 |
| edfxtp_1 | 128 | 3840 |
| clkbuf_1 | 11 | 41.3 |
## worst max path at each step
stage | start | endpoint | slack, ps | cells past startpoint
final | wr_pt[1] | wr_pt[1] | 3140 | 2
after global routing | wr_en | buf_mem[0][3] | 3000 | 6
after CTS | wr_pt[1] | wr_pt[1] | 3120 | 2
## layout by cell type, fill, tap and decap left out, drive strengths merged, types with 8 or more instances in the layout
cell and count:
edfxtp 128, clkinv 8, nor4 19, o22ai 21, mux4 16, nor3 13
dfrtp 25, nor2 67, a211oi 15, buf 31, inv 11, nand3 10
nand2 26, clkdlybuf4s50 37, xnor2 10, ha 9, mux2i 85, clkbuf 17
Power figures rest on the tool's default switching activity, not on a simulated workload.
